--- design/flow/run.sh ---
#!/bin/bash
# OpenROAD 26Q1-2900-gdf79404cd8, Yosys 0.63+post, stock flow scripts
make -C /OpenROAD-flow-scripts/flow DESIGN_CONFIG=/design/flow/config.mk WORK_HOME=/design/flow/orfs finish
--- design/flow/config.mk ---
export PLATFORM = sky130hd
export DESIGN_NAME = uart_tx
export DESIGN_NICKNAME = uart_tx
export VERILOG_FILES = /design/flow/design.v
export SDC_FILE = /design/flow/constraint.sdc
export NUM_CORES = 4
export LEC_CHECK = 1
export CORE_UTILIZATION = 30
--- design/flow/constraint.sdc ---
current_design uart_tx

set clk_period 4.2
set clk_io_pct 0.2

create_clock -name clk0 -period $clk_period [get_ports {clk}]

set non_clock_inputs [all_inputs -no_clocks]
set_input_delay [expr $clk_period * $clk_io_pct] -clock clk0 $non_clock_inputs
set_output_delay [expr $clk_period * $clk_io_pct] -clock clk0 [all_outputs]
--- design/flow/design.v ---
module baud_gen #(
    parameter int CLK_HZ = 50_000_000,
    parameter int BAUD   = 115200
)(
    input  logic clk, rst_n,
    output logic baud_tick,
    output logic half_tick
);
    localparam int DIV      = CLK_HZ / BAUD;
    localparam int HALF_DIV = DIV / 2;
    int cnt;
    always_ff @(posedge clk or negedge rst_n) begin
        if (!rst_n) begin
            cnt <= 0;
            baud_tick <= 0;
            half_tick <= 0;
        end else begin
            baud_tick <= 0;
            half_tick <= 0;
            if (cnt == DIV-1) begin
                cnt <= 0;
                baud_tick <= 1;
            end else begin
                cnt <= cnt + 1;
                if (cnt == HALF_DIV-1) half_tick <= 1;
            end
        end
    end
endmodule
module uart_tx #(
    parameter int CLK_HZ = 50_000_000,
    parameter int BAUD   = 115200
)(
    input  logic clk, rst_n,
    input  logic [7:0] tx_data,
    input  logic tx_valid,
    output logic tx_ready,
    output logic tx
);
    logic baud_tick, half_tick;
    baud_gen #(.CLK_HZ(CLK_HZ), .BAUD(BAUD)) u_baud(
        .clk, .rst_n, .baud_tick, .half_tick
    );
    typedef enum logic [1:0] {IDLE, START, DATA, STOP} state_t;
    state_t st;
    logic [7:0] shreg;
    int bit_i;
    assign tx_ready = (st == IDLE);
    always_ff @(posedge clk or negedge rst_n) begin
        if (!rst_n) begin
            st <= IDLE;
            tx <= 1'b1;    
            shreg <= 0;
            bit_i <= 0;
        end else begin
            if (st == IDLE) begin
                tx <= 1'b1;
                if (tx_valid) begin
                    shreg <= tx_data;   
                    bit_i <= 0;
                    st <= START;
                end
            end
            else if (baud_tick) begin
                case (st)
                    START: begin
                        tx <= 1'b0;    
                        st <= DATA;
                    end
                    DATA: begin
                        tx <= shreg[bit_i];  
                        if (bit_i == 7) st <= STOP;
                        else bit_i <= bit_i + 1;
                    end
                    STOP: begin
                        tx <= 1'b1;    
                        st <= IDLE;
                    end
                endcase
            end
        end
    end
endmodule
==> impl_metrics.env <==
# source this file to load flow results
export IMPL_cts_made_buffers=9
export IMPL_use_met3_pct=2.114
export IMPL_rsz0062_at_grt="no"
export IMPL_top_cells_by_count="dfrtp_1 (76), nor2_1 (47), nand2_1 (46)"
export IMPL_h_tree_depth=3
export IMPL_grt_overflow_total=0
export IMPL_avgSynthCellArea_um2=9.946
export IMPL_min_period_ps=2429
export IMPL_antenna_found_initial=0
export IMPL_r2r_start="st[0]"
export IMPL_area_delta_synth_final_pct=15.65
export IMPL_path_max_fanout=39
export IMPL_worst_slew_pin_slew_ps=675.4
export IMPL_die_w_um=116.1
export IMPL_drc=0
export IMPL_synthTopCellsByArea="dfrtp_1 (49%), xnor2_1 (6.9%), xor2_1 (5.4%)"
export IMPL_hold_buffers=0
export IMPL_postSynthSeqShare_pct=50.00
export IMPL_grt_use_total_pct=12.55
export IMPL_io_buffer_count=12
export IMPL_ys_cells=393
export IMPL_hold_path_class="reg2reg"
export IMPL_ys_types=48
export IMPL_fin_ws_ps=1771
export IMPL_drive_gt1_share_pct=9.927
export IMPL_post_cts_buffers=0
export IMPL_hpwl_um=5154
export IMPL_hp_start="u_baud.cnt[31]"
export IMPL_cp_startpoint="tx_valid"
export IMPL_wire_per_inst_um=12.97
export IMPL_via_per_inst=4.891
export IMPL_drt_initial_drc_count=127
export IMPL_status="complete, no violations"
export IMPL_wirelength_um=7587
export IMPL_grt_start_max_net_pins=42
export IMPL_clkTransAtPathRegs_ps=60
export IMPL_dr_total_vias=2861
export IMPL_placed_cell_area_um2=4198
export IMPL_firstDrtPassIters=4
export IMPL_placementRows=41
export IMPL_yosys_area_um2=3909
export IMPL_required_ps=4410
export IMPL_gp_congestion=0.8130
export IMPL_antenna_cells=0
export IMPL_grt_pass1_vias=2713
export IMPL_max_slew_margin_pct=54.83
export IMPL_coreArea_um2=12670
export IMPL_fmax_ghz=0.4117
export IMPL_gr_usage_met2_pct=17.78
export IMPL_ys_ff=78
export IMPL_busiest_layer="met1"
export IMPL_ant_nets=0
export IMPL_cts_tree="done"
export IMPL_fin_area_um2=4521
export IMPL_p_per_area_nw_per_um2=379.2
export IMPL_p_leak_nw=1.946
export IMPL_startpoint_type="input port"
export IMPL_netlist_area_leader_share_pct=48.66
export IMPL_min_period_over_period_pct=57.84
export IMPL_synth_warnings=2
export IMPL_vdd_drop_max_mv=0.1732
export IMPL_met1_usage_pct=21.28
export IMPL_crit_arrival_ps=2630
export IMPL_netlist_instances=393
export IMPL_maxSlewViolCount=0
export IMPL_io_pins=13
export IMPL_preCtsSetupSlack_ps=1414
export IMPL_p_total_w=0.001714
export IMPL_setup_tns_ps=0
export IMPL_die_h_um=116.1
export IMPL_grt_pass1_wl_um=13190
export IMPL_nFillCells=1253
export IMPL_ys_async_sr_fraction_pct=100.0
export IMPL_cts_sinks=78
export IMPL_max_cap_viol_count=0
export IMPL_cts_root_buf="clkbuf_16"
export IMPL_netlist_area_um2=3909
export IMPL_clk_path_buf_depth=2
export IMPL_flop_cell="dfrtp_1"
export IMPL_edf_count=0
export IMPL_most_common_cell="dfrtp_1"
export IMPL_die_area_um2=13490
export IMPL_clkLatencyLatePin_ps=330
export IMPL_utilization_pct=35.68
export IMPL_fp_utilization_pct=30.85
export IMPL_setup_viol=0
export IMPL_cts_repair_resized=0
export IMPL_path_class="in2reg"
export IMPL_critPathCaptureType="flop"
export IMPL_clock_skew_ps=7.863
export IMPL_hold_viol_final=0
export IMPL_warning_count=26
export IMPL_yosysTopAreaCell="dfrtp_1"
[state kept, by name, summed over array words and instances (netlist names)]
name,flops
st,4
u_baud.baud_tick,1
bit_i,32
shreg,8
tx,1
u_baud.cnt,32
[cell families (layout without fill, tap and decap cells)]
group	Yosys count	after routing	synth area share, %
adders and majority gates	3	3	0.9604
muxes	4	4	1.344
DFF	78	78	50.00
AOI/OAI and AO/OA	20	20	3.137
and+or+nand+nor	213	213	29.67
buffers and inverters	20	40	2.560
xor gates and xnor gates	55	55	12.32
[area by class of cell]
type,count,area (um^2),share of cell area [%]
sequential,78,1954,43.23
multi-input combinational,295,1854,41.02
clock buffer,9,225.2,4.982
tap,172,215.2,4.761
timing repair buffer,15,140.1,3.100
clock inverter,7,97.59,2.159
inverter,9,33.78,0.7473
[metrics by stage]
stage               cells  hold slack (ps)
floorplan             393            437.9
global placement      569            458.6
detailed placement    569            458.6
CTS                   585            474.9
global route          585            485.4
finish                585            471.8
[critical path, cell delays in order]
cell	delay, ps
clkdlybuf4s50_1	500
and2_1	130
buf_4	370
nor2_1	200
nor4_1	370
xnor2_1	160
nor2_1	50
[report_power, final]
part	internal, W	switching (W)	leakage (nW)	total, W
sequential	0.000778	0.0000300	1.03	0.000808
combinational	0.0000352	0.0000374	0.764	0.0000726
clock	0.000522	0.000311	0.152	0.000833
[worst paths after layout]
path / endpoint / slack, ps / cells past startpoint
worst max-delay path: bit_i[11] / 1770 / 7
max in group asynchronous: st[0] / 2810 / 2
min in group asynchronous: u_baud.cnt[23] / 490 / 1
worst min register to register: u_baud.cnt[31] / 470 / 1
worst min-delay path: u_baud.cnt[31] / 470 / 1
worst max register to register: bit_i[11] / 2130 / 6
[metal layers]
metal	part of all wire [%]	vias up
li1	-	1411
met1	54	1395
met2	42	46
met3	2.9	9
met4	1.2	0
met5	0	-
[placed cells by master, fill, tap and decap left out, types with 4 or more instances in the layout]
master	Yosys	routed
or3_1	4	4
xnor2_1	31	31
nand4_1	31	31
nand3_1	24	24
nand2_1	46	46
nor3_1	9	9
nor4_1	13	13
clkdlybuf4s50_1	0	11
xor2_1	24	24
a21oi_1	5	5
inv_1	9	9
and3_1	9	9
clkbuf_16	0	9
buf_4	2	4
nor2_1	47	47
o21ai_0	9	9
dfrtp_1	76	76
No activity file was given, so power comes from the tool's default toggle rates.
