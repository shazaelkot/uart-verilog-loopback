==> design/flow/design.v <==
module uart_rx #(
    parameter int CLK_HZ = 50_000_000,
    parameter int BAUD   = 115200
)(
    input  logic clk, rst_n,
    input  logic rx,
    output logic [7:0] rx_data,
    output logic rx_valid,
    input  logic rx_ready
);
    localparam int DIV      = CLK_HZ / BAUD;
    localparam int HALF_DIV = DIV / 2;
    logic rx_ff1, rx_ff2;
    logic rx_s;
    always_ff @(posedge clk or negedge rst_n) begin
        if (!rst_n) begin
            rx_ff1 <= 1'b1;
            rx_ff2 <= 1'b1;
        end else begin
            rx_ff1 <= rx;
            rx_ff2 <= rx_ff1;
        end
    end
    assign rx_s = rx_ff2;
    typedef enum logic [1:0] {RX_IDLE, RX_START, RX_DATA, RX_STOP} rx_state_t;
    rx_state_t st;
    int bit_i;
    int sample_cnt;           
    logic [7:0] shreg;
    logic valid_hold;
    always_ff @(posedge clk or negedge rst_n) begin
        if (!rst_n) begin
            st <= RX_IDLE;
            bit_i <= 0;
            sample_cnt <= 0;
            shreg <= 0;
            valid_hold <= 0;
            rx_data <= 8'h00;
        end else begin
            if (valid_hold && rx_ready) valid_hold <= 0;
            case (st)
                RX_IDLE: begin
                    if (!rx_s) begin
                        sample_cnt <= HALF_DIV;
                        st <= RX_START;
                    end
                end
                RX_START: begin
                    if (sample_cnt == 0) begin
                        if (!rx_s) begin
                            bit_i <= 0;
                            sample_cnt <= DIV;    
                            st <= RX_DATA;
                        end else begin
                            st <= RX_IDLE;        
                        end
                    end else begin
                        sample_cnt <= sample_cnt - 1;
                    end
                end
                RX_DATA: begin
                    if (sample_cnt == 0) begin
                        shreg[bit_i] <= rx_s;     
                        if (bit_i == 7) begin
                            sample_cnt <= DIV;    
                            st <= RX_STOP;
                        end else begin
                            bit_i <= bit_i + 1;
                            sample_cnt <= DIV;    
                        end
                    end else begin
                        sample_cnt <= sample_cnt - 1;
                    end
                end
                RX_STOP: begin
                    if (sample_cnt == 0) begin
                        if (rx_s) begin           
                            rx_data <= shreg;
                            valid_hold <= 1;
                        end
                        st <= RX_IDLE;
                    end else begin
                        sample_cnt <= sample_cnt - 1;
                    end
                end
            endcase
        end
    end
    assign rx_valid = valid_hold;
endmodule
==> design/flow/run.sh <==
#!/bin/bash
# OpenROAD 26Q1-2900-gdf79404cd8, Yosys 0.63+post, stock flow scripts
make -C /OpenROAD-flow-scripts/flow DESIGN_CONFIG=/design/flow/config.mk WORK_HOME=/design/flow/orfs finish
==> design/flow/config.mk <==
export PLATFORM = sky130hd
export DESIGN_NAME = uart_rx
export DESIGN_NICKNAME = uart_rx
export VERILOG_FILES = /design/flow/design.v
export SDC_FILE = /design/flow/constraint.sdc
export NUM_CORES = 4
export LEC_CHECK = 1
export CORE_UTILIZATION = 40
==> design/flow/constraint.sdc <==
current_design uart_rx

set clk_period 4.8
set clk_io_pct 0.2

create_clock -name clk0 -period $clk_period [get_ports {clk}]

set non_clock_inputs [all_inputs -no_clocks]
set_input_delay [expr $clk_period * $clk_io_pct] -clock clk0 $non_clock_inputs
set_output_delay [expr $clk_period * $clk_io_pct] -clock clk0 [all_outputs]
==> qor.csv <==
metric,value,unit
outcome,"complete, no violations",
fill cell count,1308,
core utilization at floorplan,0.408,
"Top cell by count, worst path",nand4_1,
yosys stat chip area,0.00564,mm²
post-route ant nets,0,
crit path DAT,4240,ps
via count,4979,
area of the core,0.0138,mm²
peak supply drop,0.235,mV
Final Power,0.00148,W
"FFs w/ async S/R, synth",1.00,
antenna fix cells,0,
Syn Area/Cell,8.40,µm²
unrepaired setup endpoints after global routing,false,
RePlAce Congestion,0.953,
clock buffer depth,2,
Hold Buf Count CTS,0,
Commonest Layout Cell,dfrtp_1,
drt drc,0,
Hold Crit Class,register to register,
# setup viols final,0,
layout cells sized above 1,0.101,
H-tree Lvls,3,
leakage power,2.56,nW
chip area,0.0146,mm²
worst clock skew,9.05,ps
initial antenna violation count,0,
Die Span X,121,µm
worst skew pair latency,350,ps
grt ovf,0,
WL per Instance,17.1,µm
CP Class,register to register,
CP Cell Sequence,nor4_2 -> nand4_1 -> o41a_1 -> or2_2 -> a221oi_1 -> and4_1 -> nand4_1 -> mux2_2,
Final Hold Viols,0,
min Tclk post-route,4010,ps
TritonCTS Buffers,9,
Pre-antenna DRT Iters,5,
post-CTS sizing,0,
CP Max Fanout,18,
most frequent cells in the layout,"84 x dfrtp_1, 68 x nor2_1, 57 x nand2_1, 46 x o21ai_0, 43 x nor3_1",
CTS tree,done,
#FFs+latches synth,87,
P per Cell Area,239,mW/mm²
Clock Tree Root,clkbuf_16,
Synth Seq Share,0.386,
count of cell types in the netlist,72,
CP startpoint kind,register,
post-CTS setup buffer count,0,
number of enable flip-flop cells,0,
Avg Vias per Cell,5.91,
Layout area overhead,9.69,%
Synth Warn #,1,
Least-Margin Pin Slew,977,ps
Most common reg cell,dfrtp_1,
fmax,0.250,GHz
Max Transition Viols Final,0,
total negative slack,0,ps
DRT Wirelength,14400,µm
Log Warnings,27,
# rows,43,
mapped cell area,0.00564,mm²
Post-Synthesis Cells,672,
required time worst endpoint,5030,ps
"Clk pin slew, worst setup/hold paths",70,ps
Die Span Y,121,µm
largest net degree at the start of global routing,49,
Port Buf Inserts,12,
Top Ports,13,
cycle use final,0.834,
first-pass GRT wire length,24600,µm
dpl hpwl,10400,µm
Worst slew margin,0.342,
drt initial violations,336,
Clock Sinks,87,
cell count listed in synth_stat.txt,672,
Max stage delay on crit path,780,ps
Worst path slowest cell,nor4_2,
Crit. End Element,register,
number of global-route vias before repair,4810,
MaxCap Viol Count,0,
All-Layer GR Usage,0.217,
[registers in the layout, indices dropped and copies added (netlist names)]
| register | cells |
|---|---|
| bit_i | 32 |
| shreg | 8 |
| sample_cnt | 32 |
| rx_ff1 | 1 |
| rx_data | 8 |
| valid_hold | 1 |
| rx_ff2 | 1 |
| st | 4 |
[per-stage QoR]
| step | cells | util | area (µm²) | setup slack, ps | hold slack (ps) |
|---|---|---|---|---|---|
| after floorplan | 672 | - | 5640 | 1350 | 345 |
| after global placement | 827 | 0.425 | 5880 | 952 | 348 |
| after detailed placement | 827 | 0.425 | 5880 | 855 | 347 |
| after CTS | 843 | 0.448 | 6190 | 833 | 356 |
| after global routing | 843 | 0.448 | 6190 | 457 | 364 |
| final | 843 | 0.448 | 6190 | 794 | 355 |
[cells in the mapped netlist, types with 4 or more instances]
library cell | instances | area share
xnor2_1 | 23 | 0.036
buf_2 | 4 | 0.0035
o22ai_1 | 5 | 0.0055
dfrtp_1 | 84 | 0.37
or3_1 | 25 | 0.028
nor2_1 | 68 | 0.045
a21oi_1 | 37 | 0.033
nand2b_1 | 6 | 0.0067
nand3_1 | 27 | 0.024
nor3_1 | 43 | 0.038
a32oi_1 | 4 | 0.0062
and4_1 | 4 | 0.0062
or4_1 | 6 | 0.0080
o2bb2ai_1 | 4 | 0.0062
nand2_1 | 57 | 0.038
a31oi_1 | 7 | 0.0078
nor4_1 | 21 | 0.023
clkbuf_1 | 37 | 0.025
o31ai_1 | 6 | 0.0080
mux2_2 | 16 | 0.032
o211ai_1 | 4 | 0.0053
ha_1 | 4 | 0.0089
o21ai_0 | 46 | 0.041
buf_1 | 4 | 0.0027
or2_2 | 6 | 0.0067
nor4b_1 | 5 | 0.0078
and3_1 | 4 | 0.0044
xor2_1 | 10 | 0.016
inv_1 | 20 | 0.013
nand4_1 | 23 | 0.025
[path summary, 6_finish.rpt]
| kind | slack [ps] | to | cells after the start | from |
|---|---|---|---|---|
| max in group asynchronous | 3220 | sample_cnt[13] | 2 | rst_n |
| worst min-delay path | 360 | rx_ff2 | 0 | rx_ff1 |
| min in group asynchronous | 580 | bit_i[18] | 1 | rst_n |
| worst max-delay path | 790 | shreg[0] | 8 | bit_i[2] |
| worst min register to register | 360 | rx_ff2 | 0 | rx_ff1 |
| worst max register to register | 790 | shreg[0] | 8 | bit_i[2] |
[metal layers]
metal / share of wire / global-route usage
met1: 0.46 / 0.311
met2: 0.48 / 0.351
met3: 0.039 / 0.0371
met4: 0.025 / 0.0509
met5: 0 / 0
[logic make-up after synthesis]
kind of cell | Yosys count | synth area share
flops | 87 | 0.386
fa+ha+maj | 4 | 0.00887
simple gates | 315 | 0.299
compound gates | 150 | 0.175
xor+xnor | 33 | 0.0512
buf+inv | 67 | 0.0470
mux | 16 | 0.0319
[worst max-delay path: cells and delay by family (launching register included)]
kind | cells | cell delay (ps)
AND-OR/OR-AND | 2 | 770
multiplexers | 1 | 310
flip-flops | 1 | 570
AND/OR/NAND/NOR | 5 | 2230
[where the power goes]
group	leakage (nW)	total, W	switching [W]	internal, W
Sequential	1.20	0.000737	0.00000213	0.000735
Clock	0.148	0.000728	0.000303	0.000425
Combinational	1.21	0.0000175	0.0000146	0.00000290
[layout make-up]
cell class                      instances  area [µm²]  area share
Sequential cell                        87        2180       0.352
Timing Repair Buffer                   22         193      0.0311
Tap cell                              180         225      0.0364
Multi-Input combinational cell        518        3200       0.518
Clock buffer                           10         239      0.0386
Inverter                               20        75.1      0.0121
Clock inverter                          6        73.8      0.0119
No activity file was given, so power comes from the tool's default toggle rates.
